===== ./design.v =====
module fp_mul(input  wire clk,
			  input  wire[31:0] a,
              input  wire[31:0] b,
              output wire[31:0] y);
    reg [24-2:0] m;
    reg [7:0] e;
    reg s;
    reg [24*2-1:0] product;
    reg G;
    reg R;
    reg S;
    reg normalized;
	reg state;
	reg next_state = 0;
	parameter STEP_1 = 1'b0, STEP_2 = 1'b1;
	always @(posedge clk) begin
		state <= next_state;
	end
	always @(state) begin
		case(state)
			STEP_1: begin
				product = {1'b1, a[22:0]} * {1'b1, b[22:0]};
				S = |product[21:0]; 
				normalized = product[47];
				if(!normalized) product = product << 1; 
				next_state = STEP_2;			
				end	
			STEP_2: begin
				if(!a[22:0] | !b[22:0]) begin 
					s = 0; e = 0; m = 0;
				end else begin
					s = a[31] ^ b[31];
					m = product[46:24] + (product[23] & (product[22] | S));
					e = a[30:23] + b[30:23] - 127 + normalized;
				end 
				next_state = STEP_1;
				end
		endcase
	end
	assign y = {s, e, m};
endmodule 

===== ./config.mk =====
export PLATFORM = sky130hd
export DESIGN_NAME = fp_mul
export DESIGN_NICKNAME = fp_mul
export VERILOG_FILES = /design/flow/design.v
export SDC_FILE = /design/flow/constraint.sdc
export NUM_CORES = 4
export LEC_CHECK = 1
export CORE_UTILIZATION = 40

===== ./constraint.sdc =====
current_design fp_mul

set clk_period 2.6
set clk_io_pct 0.2

create_clock -name clk0 -period $clk_period [get_ports {clk}]

set non_clock_inputs [all_inputs -no_clocks]
set_input_delay [expr $clk_period * $clk_io_pct] -clock clk0 $non_clock_inputs
set_output_delay [expr $clk_period * $clk_io_pct] -clock clk0 [all_outputs]

===== ./run.sh =====
#!/bin/bash
# OpenROAD 26Q1-2900-gdf79404cd8, Yosys 0.63+post, stock flow scripts
make -C /OpenROAD-flow-scripts/flow DESIGN_CONFIG=/design/flow/config.mk WORK_HOME=/design/flow/orfs finish

==> results.cfg <==
; generated from flow reports
[outcome]
status = finished clean

[placement]
hpwlAfterDp_um = 42000
dp_slack_ns = 1.68
gp_congestion = 0.944
io_buffers = 96

[synthesis]
synth.avg_cell_area_sq_um = 8.72
ys_area_sq_mm = 0.0213
yosys.cell_types.count = 72
top_area_frac = 0.454
ys_async_sr_fraction = 0
synthCells = 2445
top_area_cell = fa_1
synth_area_sq_mm = 0.0213
topCellsByArea = fa_1 (45%), ha_1 (11%), inv_1 (11%)
edf_count = 0
ys_ff = 60
ys_cells = 2445
ff_type = dlxtp_1
yosys_warnings = 1

[grt]
grt_max_degree = 61
antenna_found_initial = 1
gr-total-overflow = 0
grt_pass1_wl_um = 94200
first_global_vias = 17817
track_usage = 0.240

[clock_tree]
clk_latency_ns = 0
cts_hold_buffers = 0
clkSlewWorstSetupHoldPaths_ns = 0
post_cts_buffers = 0
post_cts_resized = 0

[sta]
fmax_mhz = 1120
hold_viol = 0
setup_ws_ns = 1.71
rsz0062_at_grt = false
finalSetupTns_ns = 0
finalSetupViolations = 0
untimed_endpoints = 91
drv_slew = 0
unclocked_regs = 59
tightest_slew_ns = 0.628
fin_crit_ns = 0.893
maxSlewHeadroom = 0.571
fin_crit_sh = 0.343
finClkSkew_ns = 0

[critical_path]
critical_path_arrival_ns = 0.76
reg2reg_from = state
crit_path_start_kind = flip-flop
path_max_fanout = 60
crit_start = state
required_ns = 2.47
crit_type = reg2reg
cp-end-kind = flip-flop

[cells_and_area]
post-route-util = 0.439
layout-drive-gt1-share = 0.0319
fillers = 5074
area_growth_pct = 8.16

[routing]
first_pass_iters = 5
via_per_inst = 5.03
n_antenna_cell = 0
drt_wl_total_um = 56000
route.detailed.drc = 0
vias = 15892
wl_per_cell_um = 17.7
drt_iter0_drc = 598
ant_nets = 0

[floorplanning]
rows = 84
dieWidth_um = 233
die_area_sq_mm = 0.0542
initCoreUtil = 0.406
ios = 97
core_sq_mm = 0.0526
die_h_um = 233

[job]
tool_warnings = 29
max_cap_violations = 0

[worst_hold_path]
min-delay-start = state
hold_path_class = reg2reg
## cell families (layout without fill, tap and decap cells)
group / Yosys count / in the layout / share of synthesized area
AND/OR/NAND/NOR: 716 / 716 / 0.164
multiplexers: 26 / 26 / 0.0144
buffers and inverters: 723 / 752 / 0.128
AND-OR/OR-AND: 180 / 180 / 0.0569
flip-flops: 1 / 1 / 0.000939
latches: 59 / 59 / 0.0416
adder cells (fa/ha/maj): 672 / 672 / 0.565
XOR/XNOR: 68 / 68 / 0.0288
## sequential cells by signal, indices dropped and copies added, names as in the netlist
| register | flops |
|---|---|
| S | 1 |
| normalized | 1 |
| product | 25 |
| m | 23 |
| e | 8 |
| state | 1 |
| s | 1 |
## path summary, 6_finish.rpt
check	endpoint	slack, ns	depth (start not counted)
max	state	1.71	2
min	state	0.67	2
max reg2reg	state	1.71	2
min reg2reg	state	0.67	2
## cells in the final DEF (no fill, tap or decap), drive strengths merged, types with 2 or more instances in the layout
master / netlist / layout
o21bai: 12 / 12
a211o: 4 / 4
nor2b: 3 / 3
o2111ai: 4 / 4
clkinv: 3 / 3
a211oi: 5 / 5
or3: 6 / 6
a31o: 2 / 2
mux2: 14 / 14
a2111oi: 2 / 2
nor2: 91 / 91
mux2i: 12 / 12
nand2b: 3 / 3
o21ai: 22 / 22
o211ai: 2 / 2
o21a: 3 / 3
xnor2: 46 / 46
or2: 4 / 4
inv: 604 / 604
xor2: 22 / 22
dlxtn: 27 / 27
o31ai: 5 / 5
a31oi: 11 / 11
a21o: 32 / 32
o22ai: 3 / 3
clkdlybuf4s50: 0 / 96
nand3: 20 / 20
fa: 483 / 483
nor3: 9 / 9
and3: 10 / 10
a21oi: 60 / 60
nand4: 11 / 11
ha: 189 / 189
and2: 245 / 245
nor4: 11 / 11
nand2: 296 / 296
dlxtp: 32 / 32
buf: 10 / 49
a41oi: 3 / 3
## critical path, cell delays in order, from the launching register on
cell and delay, ns:
dfxtp_1 0.28, buf_4 0.40, inv_1 0.08
## metrics by stage
| stage | cell area (sq um) | cells | hold slack (ns) |
|---|---|---|---|
| 2_1_floorplan | 21300 | 2445 | 0.782 |
| 3_3_place_gp | 23100 | 3162 | 0.704 |
| 3_5_place_dp | 23100 | 3162 | 0.689 |
| 4_1_cts | 23100 | 3162 | 0.689 |
| 5_1_grt | 23100 | 3162 | 0.743 |
| 6_report | 23100 | 3162 | 0.673 |
## synthesized netlist by cell type (8+ instances only)
master    count
and3_1       10
inv_1       604
o21bai_1     12
o21ai_0      21
and2_1      245
a21oi_1      59
nand4_1      11
nor2_1       91
nor4_1       10
nand2_1     295
ha_1        189
dlxtn_1      27
a21o_1       32
clkbuf_1    106
a31oi_1      10
xor2_1       22
nand3_1      20
dlxtp_1      32
mux2i_1      12
mux2_4        8
fa_1        483
xnor2_1      45
nor3_1        9
## cell type report
type                            instances  area, sq um  area share
Sequential cell                        60          906      0.0393
Multi-Input combinational cell       1662        17700       0.767
Inverter                              607         2280      0.0988
Tap cell                              688          861      0.0373
Timing Repair Buffer                  145         1330      0.0576
## routing by layer
metal | wire length (um) | GRT usage | part of all wire
met1 | 21500 | 0.308 | 0.38
met2 | 27400 | 0.391 | 0.49
met3 | 5470 | 0.0968 | 0.098
met4 | 1510 | 0.0513 | 0.027
met5 | 78 | 0.0184 | 0.0014
